### flow/run.sh
#!/bin/bash
# OpenROAD 26Q1-2900-gdf79404cd8, Yosys 0.63+post, stock flow scripts
make -C /OpenROAD-flow-scripts/flow DESIGN_CONFIG=/design/flow/config.mk WORK_HOME=/design/flow/orfs finish
### flow/config.mk
export PLATFORM = sky130hd
export DESIGN_NAME = lpmul
export DESIGN_NICKNAME = lpmul
export VERILOG_FILES = /design/flow/design.v
export SDC_FILE = /design/flow/constraint.sdc
export NUM_CORES = 4
export LEC_CHECK = 1
export CORE_UTILIZATION = 50
export SYNTH_HDL_FRONTEND = slang
### flow/constraint.sdc
current_design lpmul

set clk_period 20.1
set clk_io_pct 0.2

create_clock -name clk0 -period $clk_period

set non_clock_inputs [all_inputs -no_clocks]
set_input_delay [expr $clk_period * $clk_io_pct] -clock clk0 $non_clock_inputs
set_output_delay [expr $clk_period * $clk_io_pct] -clock clk0 [all_outputs]
### flow/design.v
package sparrow;
   localparam string sprw_version = "1.0";
   localparam integer XLEN = 32;      
   localparam integer VLEN = 8;       
   localparam integer LOGSZ = 2;      
   localparam integer VSIZE = XLEN/VLEN;
   typedef logic [XLEN-1:0] word;
   typedef logic [VLEN-1:0] vector_component;
   typedef logic [VSIZE-1:0][VLEN-1:0] vector_reg_type;
   typedef logic [2*VLEN-1:0] high_prec_component;
   typedef logic [VSIZE-1:0][2*VLEN-1:0] inter_reg_type;
   typedef logic [(XLEN/VLEN)-1:0] mask_reg_type;
   typedef logic[1:0] output_length_type;
   typedef logic [(XLEN/VLEN)-1:0] output_dup_select;
   typedef integer log_length;   
   typedef log_length [(XLEN/VLEN)-1:0] swizzling_reg_type;
   typedef struct packed {
       mask_reg_type mk;         
       logic ms;                 
       swizzling_reg_type sa;    
       swizzling_reg_type sb;    
       output_length_type ol;    
       output_dup_select od;     
       logic hp;                 
       } sprw_ctrl_reg_type  ;
    typedef struct packed {
        word ra;                     
        word rb;                     
        logic [4:0] op1;             
        logic [2:0] op2;             
        logic   rc_we;               
        sprw_ctrl_reg_type ctrl;     
        word bpv;                    
        logic [1:0] bp;              
    } sprw_in_type  ;
    typedef struct packed {
        word result;     
        word s1bp;       
        word s2bp;       
    } sprw_out_type  ;
    typedef struct packed {
        vector_component opA;
        vector_component opB;
        logic sign;
        logic sat;
    } lpmul_in_type;
    typedef struct packed {
        high_prec_component mul_res;
    } lpmul_out_type;
    localparam logic [4:0] S1_NOP   = 5'b00000;
    localparam logic [4:0] S1_ADD   = 5'b00001;
    localparam logic [4:0] S1_SUB   = 5'b00010;
    localparam logic [4:0] S1_MUL   = 5'b00011;
    localparam logic [4:0] S1_MAX   = 5'b00101;
    localparam logic [4:0] S1_MIN   = 5'b00110;
    localparam logic [4:0] S1_AND   = 5'b00111;
    localparam logic [4:0] S1_OR    = 5'b01000;
    localparam logic [4:0] S1_XOR   = 5'b01001;
    localparam logic [4:0] S1_NAND  = 5'b01010;
    localparam logic [4:0] S1_NOR   = 5'b01011;
    localparam logic [4:0] S1_XNOR  = 5'b01100;
    localparam logic [4:0] S1_SADD  = 5'b01101;
    localparam logic [4:0] S1_SSUB  = 5'b01110;
    localparam logic [4:0] S1_SMUL  = 5'b01111;
    localparam logic [4:0] S1_MOVB  = 5'b10000;
    localparam logic [4:0] S1_SHFT  = 5'b10001;
    localparam logic [4:0] S1_UMUL  = 5'b10011;
    localparam logic [4:0] S1_UMAX  = 5'b10101;
    localparam logic [4:0] S1_UMIN  = 5'b10110;
    localparam logic [4:0] S1_SSHFT = 5'b11001;
    localparam logic [4:0] S1_USADD = 5'b11101;
    localparam logic [4:0] S1_USSUB = 5'b11110;
    localparam logic [4:0] S1_USMUL = 5'b11111;
    localparam logic [2:0] S2_NOP    = 3'b000;
    localparam logic [2:0] S2_SUM    = 3'b001;
    localparam logic [2:0] S2_MAX    = 3'b010;
    localparam logic [2:0] S2_MIN    = 3'b011;
    localparam logic [2:0] S2_XOR    = 3'b100;
    localparam logic [2:0] S2_USUM   = 3'b101;
    localparam logic [2:0] S2_UMAX   = 3'b110;
    localparam logic [2:0] S2_UMIN   = 3'b111;
endpackage
import sparrow::*;
module lpmul
(
    input lpmul_in_type muli,
    output lpmul_out_type mulo
);
    localparam vector_component SMAX = {1'b0, 7'b1111_111};
    localparam vector_component SMIN = {1'b1, 7'b0000_000};
    localparam vector_component UMAX = 8'b1111_1111;
    function vector_component sign_invert8 (input vector_component a);
        automatic logic [7:0] tmp_a = ~a + 8'b0000_0001;
        return tmp_a;
    endfunction : sign_invert8
    function high_prec_component sign_invert16 (input high_prec_component a);
        automatic logic [15:0] tmp_a = ~a + 16'b0000_0000_0000_0001;
        return tmp_a;
    endfunction : sign_invert16
    function high_prec_component product (input vector_component a, b);
        automatic integer z = 0;
        automatic integer aux = int'(unsigned'(a));
        for (integer i = 0; i < VLEN; i++) begin
            if (b[i] == 1) begin
                z = aux +z;
            end
            aux = aux*2;
        end
        return z[15:0];
    endfunction : product
    function logic [2:0] sat_mux (input logic asign, bsign, rsign, sign, sat, 
                                    vector_component z2);
        automatic logic [2:0] sel = 3'b000;                          
        if (sat == 1'b1) begin
            if (sign == 1'b1) begin
                if (asign == bsign) begin                            
                    if (z2 != 8'b0000_0000 | rsign != 1'b0)         
                        sel = 3'b011;                                
                end
                else begin                                           
                    if (z2 != 8'b0000_0000)                          
                        sel = 3'b100;                                
                    else sel = 3'b001;
                end
            end
            else if (z2 != 8'b0000_0000) begin                       
                sel = 3'b111;                                        
            end
        end
        else if (sign == 1'b1) begin                                 
            if (asign != bsign)                                      
                sel = 3'b001;                                        
        end
        return sel;
    endfunction : sat_mux
    task sat_sel (input logic [2:0] sel, input high_prec_component r, nr,
                output high_prec_component mulres);
        logic [7:0] bit0 = 8'b0000_0000;
        logic [7:0] bit1 = 8'b1111_1111;
        case(sel)
            3'b000: mulres = r;
            3'b001: mulres = nr;
            3'b011: mulres = {bit0, SMAX};
            3'b100: mulres = {bit1, SMIN};
            3'b111: mulres = {bit0, UMAX};
            default: mulres = {bit0, bit0};
        endcase
    endtask : sat_sel
    high_prec_component z, nz;
    vector_component a, b, inverted_a, inverted_b;
    logic signA, signB;
    logic is_there_sat;
    logic [2:0] mux;
    always_comb begin
        is_there_sat = muli.sat;
        signA = muli.opA[VLEN-1];
        signB = muli.opB[VLEN-1];
        if (muli.sign == 1'b1 && signA == 1'b1)
            a = sign_invert8(muli.opA);
        else
            a = muli.opA;
        if (muli.sign == 1'b1 && signB == 1'b1)
            b = sign_invert8(muli.opB);
        else
            b = muli.opB;
        z = product(a, b);
        mux = sat_mux(signA, signB, z[7], muli.sign, muli.sat, z[15:8]);
        nz = sign_invert16(z);
        sat_sel(.sel(mux), .r(z), .nr(nz), .mulres(mulo.mul_res));
    end
endmodule
==> impl_metrics.csv <==
group,metric,value,unit
status,status,"finished, final reports clean",
setup_path,critPathMaxFanout,8,
finish,design_area,5670,um2
finish,drive_above_1_share,0.191,
final_timing,tns,0,ns
die,die_w,99.1,um
die,core_area,9200,um2
logic_synthesis,ys_area,4710,um2
die,die_area,9820,um2
logic_synthesis,syn_inst,644,
setup_path,crit_path_max_incr_delay,0.61,ns
die,num_io_pins,34,
grt,gr-usage-all-layers,0.301,
finish,finalNonFillerCells,808,
logic_synthesis,yosysTopAreaCell,"ha_1",
final_timing,fin_crit,19.45,ns
routing,vias,5230,
logic_synthesis,synthesis.area,4710,um2
power_and_ir_drop,vdd_ir_drop_max,65.1,uV
setup_path,slowest_stage,"or4b_2",
final_timing,finalHoldViolCount,0,
die,fp_util,0.512,
finish,fin_util,0.617,
routing,drtIter0Drc,265,
routing,first_pass_iters,5,
die,die_h,99.1,um
finish,seq_area,0,um2
routing,drc,0,
power_and_ir_drop,p_leak,0.00246,uW
placed_design,port_buffers,34,
setup_path,critPathRequiredTime,16.08,ns
grt,antenna_found_initial,0,
finish,fillerInstances,800,
routing,postRouteAntennaNets,0,
placed_design,dpl-instance-area,5280,um2
routing,wl_per_cell,18.0,um
final_timing,fin_hold_ws,9.20,ns
final_timing,max_freq,51.4,MHz
final_timing,report.final.slew_viol_count,0,
logic_synthesis,ys_cells,644,
power_and_ir_drop,power.density,125,nW/um2
final_timing,relSlewSlack,0.525,
logic_synthesis,netlist_top_cells_count,"ha_1 (58), nor2_1 (57), nand2_1 (49)",
setup_path,startpoint_type,"primary input",
placed_design,hpwl,11600,um
job,log.warning_count,33,
logic_synthesis,synth.avg_cell_area,7.32,um2
logic_synthesis,synth_warnings,0,
logic_synthesis,ys_seq_frac,0,
clock_tree,cts_hold_buf,0,
worst_hold_path,holdCritPathClass,"in2out",
final_timing,timing.final.crit_share,0.968,
grt,grt_pass1_vias,4544,
final_timing,setup_violations,0,
setup_path,arrival,15.43,ns
final_timing,worstMarginPinSlew,0.710,ns
job,drv_cap,0,
finish,syn_to_final_growth,20.4,%
routing,via_per_inst,6.47,
logic_synthesis,top_cells_by_area,"ha_1 (15%), nor2_1 (4.5%), nand2_1 (3.9%), a21o_1 (3.7%), a21oi_1 (3.3%)",
logic_synthesis,yosysTopAreaCellShare,0.154,
grt,grt_pass1_wl,23300,um
routing,routed_wl,14600,um
routing,diodes,0,
setup_path,end_kind,"output pin",
finish,flop-count,0,
logic_synthesis,synth_cell_types,93,
logic_synthesis,most_common_cell,"ha_1",
setup_path,crit_type,"in2out",
die,rows,35,
setup_path,path_common_cell,"ha_1",
grt,overflow,0,
grt,grt_max_degree,19,
finish,clkbuf_count,0,
placed_design,dp_cells,797,
placed_design,gp_congestion,0.956,
-- per-layer routing --
metal | vias up | GRT usage | share of wire
met5 | - | 0 | 0
met4 | 0 | 0.0271 | 0.0084
met3 | 13 | 0.0404 | 0.064
met2 | 152 | 0.469 | 0.43
met1 | 2454 | 0.461 | 0.50
li1 | 2611 | - | -
-- stage by stage --
stage / total power, uW / worst slack [ns]
floorplan: 481 / 1.62
global placement: 630 / 0.174
detailed placement: 634 / -0.0307
CTS: 639 / 0.00219
global route: 787 / -0.0602
finish: 708 / 0.653
-- layout by cell type, fill, tap and decap left out, drive strengths merged, types with 7 or more instances in the layout --
| master | n |
|---|---|
| a211oi | 16 |
| mux2i | 11 |
| and2 | 13 |
| o21a | 15 |
| o211ai | 15 |
| nor2 | 57 |
| nand3 | 19 |
| fa | 7 |
| buf | 39 |
| nor4 | 9 |
| a21oi | 33 |
| nand2b | 8 |
| nor3 | 14 |
| a21o | 23 |
| xor2 | 17 |
| o31ai | 13 |
| o21ai | 34 |
| ha | 58 |
| o21bai | 10 |
| inv | 29 |
| or3 | 8 |
| nand2 | 51 |
| or2 | 10 |
| xnor2 | 17 |
| a211o | 8 |
| clkdlybuf4s50 | 30 |
| a31oi | 8 |
-- path summary, 6_finish.rpt --
check | from | end | slack (ns) | cells after the start
setup / recovery | muli[10] | mulo[6] | 0.65 | 48
hold / removal | muli[17] | mulo[7] | 9.20 | 4
-- timing repair --
| item | in CTS | in global routing |
|---|---|---|
| buffers inserted | 0 | 11 |
| endpoints found under the setup margin | 5 | 16 |
| resized | 3 | 62 |
| pin swaps | 0 | 10 |
| endpoints found under the hold margin | 0 | 0 |
-- power breakdown --
group | switching (uW) | internal [uW] | leakage, uW
logic | 380 | 328 | 0.00246
clock network | 0 | 0 | 0
registers | 0 | 0 | 0
-- critical path, delay by kind of cell --
| kind | cells | cell delay (ns) |
|---|---|---|
| AND-OR/OR-AND | 15 | 2.98 |
| XOR/XNOR | 2 | 0.38 |
| adder cells (fa/ha/maj) | 9 | 2.97 |
| buffers and inverters | 5 | 1.19 |
| AND/OR/NAND/NOR | 14 | 3.05 |
| multiplexers | 3 | 0.81 |
-- final cells by class --
cell class	instances	area, um2	area share
Tap cell	111	139	0.0245
Inverter	29	109	0.0192
Timing Repair Buffer	73	647	0.114
Multi-Input combinational cell	595	4780	0.842
-- cells by family (layout without fill, tap and decap cells) --
family | count (synthesis) | count (layout) | share of synthesized area
simple gates | 231 | 231 | 0.264
xor+xnor | 34 | 34 | 0.0680
buf+inv | 49 | 102 | 0.0483
mux | 16 | 16 | 0.0388
compound gates | 249 | 249 | 0.397
fa+ha+maj | 65 | 65 | 0.184
Power figures rest on the tool's default switching activity, not on a simulated workload.
